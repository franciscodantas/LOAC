[design/flow/design.v]
parameter NBITS = 4;
module contador (
  input logic clk, reset, Entrada_de_Selecao,
  output logic [NBITS-1:0] Saida
);
  always_ff @(posedge clk) begin
    if (reset) begin
      if (Entrada_de_Selecao)
        Saida <= 0;
      else
        Saida <= (1 << NBITS) - 1;
    end
    else begin
      if (Entrada_de_Selecao)
        Saida <= Saida + 1;
      else
        Saida <= Saida - 1;
    end
  end
endmodule
[design/flow/run.sh]
#!/bin/bash
# OpenROAD 26Q1-2900-gdf79404cd8, Yosys 0.63+post, stock flow scripts
make -C /OpenROAD-flow-scripts/flow DESIGN_CONFIG=/design/flow/config.mk WORK_HOME=/design/flow/orfs finish
[design/flow/config.mk]
export PLATFORM = sky130hd
export DESIGN_NAME = contador
export DESIGN_NICKNAME = contador
export VERILOG_FILES = /design/flow/design.v
export SDC_FILE = /design/flow/constraint.sdc
export NUM_CORES = 4
export LEC_CHECK = 1
export CORE_AREA = 10 10 70 70
export DIE_AREA = 0 0 80 80
[design/flow/constraint.sdc]
current_design contador

set clk_period 1.3
set clk_io_pct 0.2

create_clock -name clk0 -period $clk_period [get_ports {clk}]

set non_clock_inputs [all_inputs -no_clocks]
set_input_delay [expr $clk_period * $clk_io_pct] -clock clk0 $non_clock_inputs
set_output_delay [expr $clk_period * $clk_io_pct] -clock clk0 [all_outputs]
==> changes_impl.md <==
## Implementation

* Final Skew at 0.006021 ns
* Final setup fails at 0
* Vias per cell at 3.176
* OpenROAD warnings at 26
* Startpoint types: flip-flop
* Post-synth top area cell: dfxtp_1
* Die Y at 80 um
* Num CTS Buffers at 3
* Yosys reg bits at 4
* Largest register by flop count: Saida
* Top flop regs: Saida: 4 flops
* Worst Max-Slew Pin Slew at 0.3692 ns
* Vias in the first global route at 282
* Clock slew at reported path FFs at 0.04 ns
* Worst Hold Launch: Entrada_de_Selecao
* Dpl hpwl at 512.8 um
* Initial antenna violation count at 0
* Arrival time of the worst setup path at 1.40 ns
* Crit. End Element: flip-flop
* I/O pin count at 7
* Worst setup margin at 0.01561 ns
* Pwr Density at 1207 nW/um^2
* Yosys Instances at 28
* DR WL/cell at 9.538 um
* Status: completed
* Top cells excl fill/tap: buf_4, nor2_1, dlygate4sd2_1
* GPL Wtd Cong at 0.7697
* Area leader share at 28.83%
* Antenna violation net count after detailed routing at 0
* Post-Place Worst Slack at -0.5331 ns
* Clock sinks at 4
* Gr usage total at 2.433%
* CORE AREA at 3416 sq um
* Root buffer cell: clkbuf_4
* Crit-path max FO at 4
* Drt initial violations at 1
* Crit path DRT at 1.42 ns
* Die Footprint at 6400 sq um
* Fmax at 778.6 MHz
* Syn Std Cell Area at 277.8 sq um
* Worst r2r src: Saida[0]
* Detailed Routing Iterations Pass 1 at 3
* Hold Buf Count CTS at 0
* Crit-path cells: buf_4, fa_2, xor2_1, nor2_1, a21oi_1
* Max-slew violations at 0
* Setup repair after global routing missed its margin: yes
* Port Buf Inserts at 6
* Overflow after GRT at 0
* Final core occ at 15.35%
* Post-Route WL at 868 um
* DRC Markers at 0
* CP delay by family, top: adder cells
* Max-Cap Viols at 0
* Most instantiated logic cell after routing: buf_4
* Warnings, synthesis at 1
* Max FFs per register at 4
* Synth Instances at 28
* FP Util at 8.132%
* Yosys chip area at 277.8 sq um
* Buf/Inv on CP at 1
* Die width at 80 um
* Maximum clock insertion buffer count at 2
* Crit path launch: Saida[0]
* Row cnt at 21
* Layout cells sized above 1 at 53.33%
* CTS tree: built
* Max-slew headroom at 75.35%
* Worst skew pair latency at 0.24 ns
* Mean Syn Cell Area at 9.920 sq um
* Slowest cell on the critical path: fa_2
* Leakage at 0.1993 nW
* Critical Path Max Stage Delay at 0.35 ns
* Seq share, synth at 28.83%
* Fin crit share at 98.80%
* Fin crit period at 1.284 ns
* Hold_ws at 0.3648 ns
* Pin count of the biggest net entering global routing at 8
* Unique cell types at 15
* Hold Vio Cnt, Final at 0
* Post-synth area hogs: dfxtp_1, ha_1, a21oi_1
* Area grow syn2layout at 88.74%
* Worst vdd ir at 0.5560 mV
* ANT cells at 0
* Worst min-delay path class: primary input to flip-flop
* First-pass GRT wire length at 1255 um
* Filler instances at 390
* Total number of vias at 289
* H-tree levels at 1
* Crit Path Category: flip-flop to flip-flop
==> stage by stage <==
stage	power [mW]	TNS, ns	std cells	instance area [sq um]
floorplan	0.3031	0	28	290.3
CTS	0.6075	0	89	491.7
detailed placement	0.4133	-1.305	83	426.7
global placement	0.4102	-1.264	83	426.7
global route	0.6846	-0.07027	91	524.3
finish	0.6326	0	91	524.3
==> final cells by class <==
cell class                 count  area (sq um)  area share, %
multi-input combinational     22         231.5          44.15
timing repair buffer          15         120.1          22.91
sequential                     4         88.84          16.95
tap                           46         57.56          10.98
clock buffer                   3         22.52          4.296
inverter                       1         3.754         0.7160
==> repair_timing <==
item	in CTS	in global routing
setup buffers	3	2
gates resized	13	6
endpoints found under the setup margin	7	2
pin swaps	2	3
==> worst reg2reg max path, cell delays in order, from the launching register on <==
cell	delay, ns
dfxtp_4	0.33
buf_4	0.15
fa_2	0.35
xor2_1	0.15
nor2_1	0.13
a21oi_1	0.06
==> where the power goes <==
group,switching [mW],internal (mW)
logic,0.131,0.171
clock network,0.0554,0.104
registers,0.0183,0.153
==> worst paths after layout <==
kind / endpoint / slack, ns / depth (start not counted)
setup / recovery: Saida[2] / 0.02 / 5
hold / removal: Saida[1] / 0.36 / 3
setup reg to reg: Saida[2] / 0.02 / 5
hold reg to reg: Saida[0] / 0.58 / 2
==> cells in the mapped netlist <==
cell and count:
nor2_1 4, and4_1 1, a21oi_1 4, nor3b_1 2, a2111oi_2 1, nand3_1 1
buf_6 1, xor2_1 1, a211oi_1 2, fa_1 1, inv_1 1, ha_1 2
dfxtp_1 4, nor4b_2 1, mux2i_1 2
==> cell families (layout without fill, tap and decap cells) <==
family | after synthesis | after routing | synth area share [%]
mux | 2 | 2 | 7.207
fa+ha+maj | 3 | 3 | 16.22
simple gates | 9 | 9 | 21.17
buf+inv | 2 | 19 | 5.404
compound gates | 7 | 7 | 18.02
xor+xnor | 1 | 1 | 3.154
flops | 4 | 4 | 28.83
==> routing by layer <==
metal | global-route usage, % | wire, um
met1 | 3.529 | 446
met2 | 2.568 | 326
met3 | 1.818 | 85
met4 | 0.7042 | 9
met5 | 0 | 0
No activity file was given, so power comes from the tool's default toggle rates.
