### ./run.sh
#!/bin/bash
# OpenROAD 26Q1-2900-gdf79404cd8, Yosys 0.63+post, stock flow scripts
make -C /OpenROAD-flow-scripts/flow DESIGN_CONFIG=/design/flow/config.mk WORK_HOME=/design/flow/orfs finish
### ./config.mk
export PLATFORM = sky130hd
export DESIGN_NAME = ULA
export DESIGN_NICKNAME = ULA
export VERILOG_FILES = /design/flow/design.v
export SDC_FILE = /design/flow/constraint.sdc
export NUM_CORES = 4
export LEC_CHECK = 1
export CORE_AREA = 10 10 75 75
export DIE_AREA = 0 0 85 85
### ./constraint.sdc
current_design ULA

set clk_period 7.5
set clk_io_pct 0.2

create_clock -name clk0 -period $clk_period

set non_clock_inputs [all_inputs -no_clocks]
set_input_delay [expr $clk_period * $clk_io_pct] -clock clk0 $non_clock_inputs
set_output_delay [expr $clk_period * $clk_io_pct] -clock clk0 [all_outputs]
### ./design.v
parameter NBITS = 8;
parameter NSELECT = 2;
module ULA(
  input logic signed [NBITS-1:0] A, B, input logic [NSELECT-1:0] F,
  output logic signed [NBITS-1:0] SAIDA, output logic FLAG_O
);
  always_comb
      case(F)
        'b00:begin
          SAIDA <= A & B;
          FLAG_O <= 0;
        end
        'b01:begin
          SAIDA <= A | B;
          FLAG_O <= 0;
        end
        'b10: begin
          SAIDA <= A + B;
          if(SAIDA < 0)
            if(A >=0 && B >=0)
              FLAG_O <= 1;
          	else
              FLAG_O <= 0;
          else
            if(A < 0 && B < 0)
              FLAG_O <= 1;
            else
              FLAG_O <= 0;
        end
        'b11:begin
          SAIDA <= A - B;
          if(SAIDA < 0)
            if(A > 0 && B < 0)
              FLAG_O <= 1;
          	else
              FLAG_O <= 0;
          else
            if(A < 0 && B > 0)
              FLAG_O <= 1;
          	else
              FLAG_O <= 0;
        end
      endcase
endmodule
==> Slide: Implementation Results <==
Synthesis and Place & Route Summary

Timing
  • Slew margin rel.: 69.10%
  • TNS Setup: 0 ps
  • RSZ-0062 raised after global routing: false
  • Final Hold Fails: 0
  • Final Critical Period: 6272 ps
  • Fmax: 0.1594 GHz
  • Cycle use final: 83.63%
  • # setup viols final: 0
  • Worst Max-Slew Pin Slew: 462.0 ps
  • Max-slew violation count: 0

Floorplan
  • Core area: 4058 µm²
  • Initial Util: 17.42%
  • Rows: 23
  • Die X: 85 µm
  • Number of I/O pins: 27
  • Die Span Y: 85 µm
  • Die area: 7225 µm²

Cells and area
  • Comb area: 665.6 µm²
  • Layout cells sized above 1: 2.400%
  • Reg area: 0 µm²
  • Dominant logic cell types in the final layout: clkdlybuf4s50_1, nand2_1, o21ai_0, ha_1, inv_1
  • Layout area overhead: 45.49%
  • Top cell excl fill/tap: clkdlybuf4s50_1
  • CLK BUF: 0
  • Filler instances: 447
  • Fin util: 25.35%
  • Flop count: 0

Power
  • Switching fraction of total power: 43.59%
  • Switching pwr: 0.00003732 W
  • Comb power frac: 100.0%
  • Clock network fraction of total power: 0%
  • Seq pwr share: 0%
  • Power Density: 83.25 nW/µm²
  • Internal power: 0.00004829 W
  • Peak supply drop: 0.01740 mV
  • Power consumption: 0.00008562 W
  • P_leak: 0.4362 nW

Drt
  • # diodes: 0
  • DRC violations left: 0
  • Routed WL: 2.130 mm
  • Routed Antenna Nets: 0
  • Via density: 4.417
  • DR WL/cell: 12.17 µm
  • Drt initial violations: 74
  • DRT Pass-1 Iters: 4
  • Via count: 773

Global routing
  • Total global-route track usage: 5.570%
  • M2 GR Usage: 8.992%
  • Number of global-route vias before repair: 744
  • Pin count of the biggest net entering global routing: 14
  • First-pass GRT wire length: 3.532 mm
  • Met1 Track Usage GR: 7.912%
  • Met3 track demand over resource: 1.060%
  • Global route overflow: 0
  • Initial antenna violation count: 0
  • GRT Max-Usage Layer: met2

Synthesis
  • Post-Synth Adder-Cell Area: 29.03%
  • # Cells Yosys: 101
  • Xor/xnor share: 14.69%
  • Post-Syn Instances: 101
  • Post-synth seq share: 0%
  • Ys Warns: 1
  • Cell Area, Synth: 706.9 µm²
  • Synth Area in Compound Gates: 23.89%
  • Yosys synthesis chip area: 706.9 µm²
  • Top cells, area: ha_1, maj3_1, xor2_1
  • Synth cell types: 32
  • Top-area cell share: 17.70%
  • Syn Area/Cell: 6.999 µm²
  • Largest area contributor in the netlist: ha_1
  • Main logic family after synthesis: adder cells
  • Yosys simple share: 23.54%
  • MUX area fraction: 3.009%

Setup path
  • CP Launch Type: input port
  • Arr. time, crit path: 4770 ps
  • Required time worst endpoint: 6000 ps
  • Crit Path Class: in -> out
  • Crit-path max FO: 7
  • Crit path capture type: output port

Min path
  • Tightest Hold Check Type: in -> out
  • Hold endpoint: SAIDA[0]
  • Hold Crit Start: F[1]
  • Hold depth: 4

Placed design
  • Final HPWL DP: 1.873 mm
  • PortBufs: 27
  • GP Congestion: 0.8664

Flow run
  • MaxCap Viol Count: 0
  • OpenROAD warning count: 34

Run status
  • Outcome: completed

Clock tree
  • Post-cts gate resize count: 0
  • Hold_buf cts: 0
  • Setup bufs post-CTS: 0
area by class of cell:
| cell class | instances | area share (%) |
|---|---|---|
| multi-input cells | 90 | 64.72 |
| repair buffers | 27 | 26.28 |
| well taps | 50 | 6.083 |
| inverters | 8 | 2.920 |
how the worst max path moves through the flow:
stage | startpoint | endpoint | slack (ps) | depth (start not counted)
CTS | B[0] | FLAG_O | 1190 | 14
global route | B[0] | FLAG_O | 990 | 14
finish | B[0] | FLAG_O | 1230 | 14
cells in the mapped netlist:
library cell,count
nor2b_1,2
mux2i_1,1
nand2b_1,2
and4_1,1
a31o_2,1
nand3b_1,1
clkbuf_1,3
and3_1,1
xor2_1,6
nor4_1,2
xnor2_1,4
nand4_1,1
nor2_1,4
inv_1,8
a211oi_1,1
or4_1,2
o31ai_1,2
ha_1,10
a21boi_0,1
nand2_1,13
xnor2_2,1
maj3_1,6
a21oi_1,5
or3_1,1
fa_1,1
o2111a_1,1
a31oi_1,2
o21ai_2,1
mux2_1,1
a21o_1,3
o21ai_0,10
nor3_1,3
worst max-delay path, stage by stage:
cell             delay, ps
clkdlybuf4s50_1        460
inv_1                  110
ha_1                   170
nand2b_1                70
or4_1                  410
nand2_1                100
xor2_1                 150
ha_1                   310
a21o_1                 200
a31o_2                 200
a21oi_1                190
xnor2_2                150
mux2_1                 340
clkdlybuf4s50_1        410
metal layers:
metal	share of wire, %	vias to the layer above
met2	45	18
li1	-	413
met5	0	-
met1	48	342
met3	6.4	0
met4	0	0
logic make-up after synthesis:
family                   count (synthesis)
buffers and inverters                   11
XOR/XNOR                                11
AND/OR/NAND/NOR                         33
adder cells (fa/ha/maj)                 17
multiplexers                             2
AND-OR/OR-AND                           27
per-stage QoR:
step / setup WS (ps) / cell area [µm²] / hold slack [ps] / instances
after CTS: 1187 / 1028 / 4216 / 175
after detailed placement: 1195 / 1028 / 4214 / 175
after global placement: 1190 / 1028 / 4209 / 175
final: 1228 / 1028 / 4203 / 175
after global routing: 991.6 / 1028 / 4244 / 175
after floorplan: 2292 / 706.9 / 3193 / 101
power groups by stage:
stage         combinational (W)  sequential [W]  clock, W
CTS                   0.0000875               0         0
global route          0.0000960               0         0
finish                0.0000856               0         0
Power and IR drop assume default switching activity.
