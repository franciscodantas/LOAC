==> ./run.sh <==
#!/bin/bash
# OpenROAD 26Q1-2900-gdf79404cd8, Yosys 0.63+post, stock flow scripts
make -C /OpenROAD-flow-scripts/flow DESIGN_CONFIG=/design/flow/config.mk WORK_HOME=/design/flow/orfs finish
==> ./config.mk <==
export PLATFORM = sky130hd
export DESIGN_NAME = RamRW
export DESIGN_NICKNAME = RamRW
export VERILOG_FILES = /design/flow/design.v
export SDC_FILE = /design/flow/constraint.sdc
export NUM_CORES = 4
export LEC_CHECK = 1
export CORE_AREA = 10 10 92 92
export DIE_AREA = 0 0 102 102
==> ./constraint.sdc <==
current_design RamRW

set clk_period 1.3
set clk_io_pct 0.2

create_clock -name clk0 -period $clk_period [get_ports {clk}]

set non_clock_inputs [all_inputs -no_clocks]
set_input_delay [expr $clk_period * $clk_io_pct] -clock clk0 $non_clock_inputs
set_output_delay [expr $clk_period * $clk_io_pct] -clock clk0 [all_outputs]
==> ./design.v <==
parameter ADDR_W = 2;
parameter DATA_W = 4;
module RamRW(
  input logic clk, SEL, reset,
  input logic [DATA_W-1:0] Din,
  input logic [ADDR_W-1:0] Addr,
  output logic [DATA_W-1:0] Dout
);
  logic [DATA_W-1:0] mem [0:(1<<ADDR_W)-1];
  always_ff @ (posedge reset or posedge clk) begin
    if (reset) begin
      for (int i = 0; i < (1<<ADDR_W); i++) begin
        mem[i] <= 0;
      end
    end
    else begin
      if (SEL) begin
        mem[Addr] <= Din;
      end
      else begin
        Dout <= mem[Addr];
      end
    end
  end
endmodule
==> flow_metrics.env <==
# flow metrics
export IMPL_fp_util_pct=13.3
export IMPL_diodes=0
export IMPL_reg2reg_depth=1
export IMPL_synth_cell_types=10
export IMPL_grt_usage_pct=3.39
export IMPL_syn_avg_cell_area_um2=17.9
export IMPL_whs_ns=0.355
export IMPL_path_max_fanout=7
export IMPL_clkLatencyLatePin_ns=0.25
export IMPL_fin_crit_ns=1.21
export IMPL_cts_made_buffers=3
export IMPL_yosys_top_cells_area="dfrtp_1 (47%), mux2_2 (21%), edfxtp_1 (14%)"
export IMPL_dp_cells=141
export IMPL_die_x_um=102
export IMPL_r2r_end="Dout[2]"
export IMPL_core_area_um2=6460
export IMPL_syn_inst=48
export IMPL_slew_viol_final=0
export IMPL_io_pins=13
export IMPL_setup_viol_count_final=0
export IMPL_ys_cells=48
export IMPL_dpl_cell_area_um2=1100
export IMPL_syn_to_final_growth_pct=33.8
export IMPL_critPathArrivalTime_ns=1.35
export IMPL_io_buffer_count=12
export IMPL_yosys_stat_area_um2=860
export IMPL_worstHoldPathType="input port to asynchronous set/reset pin"
export IMPL_gp_congestion=0.771
export IMPL_drv_cap=0
export IMPL_grt_pass1_vias=541
export IMPL_ys_seq_share_pct=60.6
export IMPL_leakage_nw=0.478
export IMPL_clock_path_buffers=2
export IMPL_antenna_found_initial=0
export IMPL_drt_total_wl_um=1620
export IMPL_grt_max_degree=17
export IMPL_final_setup_skew_ns=0.000430
export IMPL_die_h_um=102
export IMPL_peakVddDrop_mv=0.292
export IMPL_min_period_over_period_pct=93.2
export IMPL_clock_sinks=20
export IMPL_stdcell_count=144
export IMPL_final_cell_area_um2=1150
export IMPL_slew_headroom_pct=79.4
export IMPL_p_total_mw=1.42
export IMPL_worstSetupPathType="input port to flip-flop"
export IMPL_cts_clk_slew_worst_paths_ns=0.06
export IMPL_drt_iter0_drc=12
export IMPL_viasPerCell=3.31
export IMPL_overflow=0
export IMPL_cts_tree="built"
export IMPL_lay_top_count="dfrtp_1"
export IMPL_cts_root_buf="clkbuf_8"
export IMPL_hold_violations=0
export IMPL_worst_pin_slew_ns=0.309
export IMPL_routedWlPerCell_um=11.2
export IMPL_crit_path_start_kind="input port"
export IMPL_drc=0
export IMPL_cts_htree_levels=1
export IMPL_ys_seq_elements=20
export IMPL_worst_endpoint_required_ns=1.43
export IMPL_stage_log_warnings=25
export IMPL_dieArea_um2=10400
export IMPL_row_count=29
export IMPL_synth_top_cell_by_area="dfrtp_1"
export IMPL_ant_nets=0
export IMPL_crit_reg2reg_launch="mem[3][2]"
export IMPL_p_per_area_nw_per_um2=1240
export IMPL_lay_top_cells="dfrtp_1 (16), mux2_2 (14), clkdlybuf4s50_1 (5), buf_4 (5)"
export IMPL_r2r_setup_slack_ns=0.19
export IMPL_status="finished, final reports clean"
export IMPL_final_util_pct=17.8
export IMPL_rsz0062_at_grt="no"
export IMPL_max_freq_mhz=825
export IMPL_post_cts_buffers=0
export IMPL_netlist_area_leader_share_pct=46.6
export IMPL_vias=477
export IMPL_dr_pass1_iters=4
export IMPL_ys_warnings_count=2
export IMPL_dpl_hpwl_um=1300
export IMPL_cp_end_kind="flip-flop"
export IMPL_drive_above_1_share_pct=46.3
export IMPL_syn_area_um2=860
export IMPL_grt_pass1_wl_um=2760
==> Yosys cell counts <==
cell type  instances
nor2_1             1
mux4_2             4
nand3_1            1
nor3b_4            1
edfxtp_1           4
dfrtp_1           16
mux2_2            16
nand3b_1           2
inv_1              1
buf_6              2
==> worst max-delay path, stage by stage <==
cell,delay (ns)
dlygate4sd2_1,0.24
buf_6,0.14
buf_4,0.13
nand3_1,0.21
mux2_2,0.37
==> where the power goes <==
group	switching (mW)	internal (mW)	total (mW)
Sequential	0.0534	0.755	0.809
Combinational	0.0718	0.169	0.241
Clock	0.167	0.205	0.372
Total	0.292	1.13	1.42
==> repair_timing <==
action                     CTS  global route
resized                      7             5
setup endpoints to repair   21             7
hold buffers                 0             0
==> cell families (layout without fill, tap and decap cells) <==
kind of cell | count (synthesis) | after routing | share of synthesized area, %
mux | 20 | 20 | 31.4
buf+inv | 3 | 22 | 3.06
flops | 20 | 20 | 60.6
simple gates | 5 | 5 | 4.95
==> state kept, by name (all words and copies together), names as in the netlist <==
signal and flops:
Dout 4, mem 16
==> metal layers <==
metal / wire length [um] / global-route usage (%) / share of wire (%)
met1: 692 / 4.14 / 43
met2: 664 / 4.54 / 41
met3: 262 / 2.93 / 16
met4: 0 / 0.434 / 0
met5: 0 / 0 / 0
==> cell type report <==
class                      count  area, um^2
tap                           77        96.3
fill                         688        5310
clock buffer                   3        41.3
multi-input combinational     25         320
timing repair buffer          18         168
inverter                       1        3.75
sequential                    20         520
==> worst max path at each step <==
stage            from        end  slack [ns]  cells past startpoint
finish        Addr[0]  mem[3][0]        0.09                      5
global route  Addr[0]  mem[3][3]        0.05                      5
CTS           Dout[1]    Dout[1]       0.003                      1
==> metrics by stage <==
| step | setup TNS, ns | setup WS (ns) |
|---|---|---|
| 6_report | 0 | 0.0881 |
| 5_1_grt | 0 | 0.0460 |
| 4_1_cts | 0 | 0.00257 |
| 3_5_place_dp | -8.05 | -0.425 |
| 3_3_place_gp | -8.04 | -0.432 |
| 2_1_floorplan | 0 | 0.181 |
Power and IR drop assume default switching activity.
